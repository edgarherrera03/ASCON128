**design/flow/design.v**
```verilog
package ascon_pack;
	typedef logic[0:4][63:0] type_state;
	localparam logic [7:0]	 round_constant [0:11] = {8'hF0, 8'hE1, 8'hD2, 8'hC3, 8'hB4, 8'hA5, 8'h96, 8'h87, 8'h78, 8'h69, 8'h5A, 8'h4B};
endpackage : ascon_pack
`timescale 1ns/1ps
module constant_addition import ascon_pack::*;
   (
    input type_state constant_add_i,
    input logic[3:0] round_i,
    output type_state constant_add_o
    );
   assign constant_add_o[0] = constant_add_i[0];
   assign constant_add_o[1] = constant_add_i[1];
   assign constant_add_o[2][7:0] = constant_add_i[2][7:0] ^ round_constant[round_i];
   assign constant_add_o[2][63:8] = constant_add_i[2][63:8];
   assign constant_add_o[3] = constant_add_i[3];
   assign constant_add_o[4] = constant_add_i[4];
endmodule : constant_addition
`timescale 1ns/1ps
module diffusion_layer import ascon_pack::*;
	(
	input type_state d_i,
	output type_state d_o
	);
	assign d_o[0]=d_i[0]^{d_i[0][18:0], d_i[0][63:19]}^{d_i[0][27:0], d_i[0][63:28]};
	assign d_o[1]=d_i[1]^{d_i[1][60:0], d_i[1][63:61]}^{d_i[1][38:0], d_i[1][63:39]};
	assign d_o[2]=d_i[2]^{d_i[2][0], d_i[2][63:1]}^{d_i[2][5:0], d_i[2][63:6]};
	assign d_o[3]=d_i[3]^{d_i[3][9:0], d_i[3][63:10]}^{d_i[3][16:0], d_i[3][63:17]};
	assign d_o[4]=d_i[4]^{d_i[4][6:0], d_i[4][63:7]}^{d_i[4][40:0], d_i[4][63:41]};
endmodule : diffusion_layer
module permutation import ascon_pack::*;
	(
	input logic clock_i,
	input logic resetb_i, 
	input logic select_i,
	input type_state permutation_i,
	input logic [3:0] round_i,
	output type_state permutation_o
	);
	type_state state_to_pc, state_to_ps, state_to_pl, state_to_r, register_output_s;
	assign state_to_pc = (select_i==0) ? permutation_i : permutation_o;
	constant_addition constant_addition_u
	(
	.constant_add_i(state_to_pc), 
	.round_i(round_i),
	.constant_add_o(state_to_ps)
	);
	substitution_layer substitution_layer_u 
	(
	.substitution_i(state_to_ps),
	.substitution_o(state_to_pl)
	);
	diffusion_layer diffusion_layer_u
	(
	.d_i(state_to_pl),
	.d_o(state_to_r)
	);
	always_ff @(posedge clock_i, negedge resetb_i) begin 
		if(resetb_i == 1'b0) begin 
			register_output_s <= {64'h0, 64'h0, 64'h0, 64'h0, 64'h0};
		end
		else begin 
			register_output_s <= state_to_r;
		end
	end
	assign permutation_o = register_output_s;
endmodule : permutation
`timescale 1ns/1ps
module sbox
  (
   input logic[4:0] sbox_i,
   output logic[4:0] sbox_o
   );
   always_comb begin
      case(sbox_i)
	5'h00 :sbox_o = 5'h04;
	5'h01 :sbox_o = 5'h0B;
	5'h02 :sbox_o = 5'h1F;
	5'h03 :sbox_o = 5'h14;
	5'h04 :sbox_o = 5'h1A;
	5'h05 :sbox_o = 5'h15;
	5'h06 :sbox_o = 5'h09;
	5'h07 :sbox_o = 5'h02;
	5'h08 :sbox_o = 5'h1B;
	5'h09 :sbox_o = 5'h05;
	5'h0A :sbox_o = 5'h08;
	5'h0B :sbox_o = 5'h12;
	5'h0C :sbox_o = 5'h1D;
	5'h0D :sbox_o = 5'h03;
	5'h0E :sbox_o = 5'h06;
	5'h0F :sbox_o = 5'h1C;
	5'h10 :sbox_o = 5'h1E;
	5'h11 :sbox_o = 5'h13;
	5'h12 :sbox_o = 5'h07;
	5'h13 :sbox_o = 5'h0E;
	5'h14 :sbox_o = 5'h00;
	5'h15 :sbox_o = 5'h0D;
	5'h16 :sbox_o = 5'h11;
	5'h17 :sbox_o = 5'h18;
	5'h18 :sbox_o = 5'h10;
	5'h19 :sbox_o = 5'h0C;
	5'h1A :sbox_o = 5'h01;
	5'h1B :sbox_o = 5'h19;
	5'h1C :sbox_o = 5'h16;
	5'h1D :sbox_o = 5'h0A;
	5'h1E :sbox_o = 5'h0F;
	5'h1F :sbox_o = 5'h17;
      endcase;  
   end
endmodule : sbox
`timescale 1ns/1ps
module substitution_layer import ascon_pack::*;
	(
	input type_state substitution_i,
	output type_state substitution_o
	);
	genvar i;  
	generate
		for (i=0 ; i < 64; i =i+1) begin: gen_box
			sbox sbox_u
				(
				.sbox_i({substitution_i[0][i], substitution_i[1][i], substitution_i[2][i], substitution_i[3][i], substitution_i[4][i]}), 
				.sbox_o({substitution_o[0][i], substitution_o[1][i], substitution_o[2][i], substitution_o[3][i], substitution_o[4][i]})
				);
		end
	endgenerate
endmodule : substitution_layer 
```
**design/flow/run.sh**
```bash
#!/bin/bash
# OpenROAD 26Q1-2900-gdf79404cd8, Yosys 0.63+post, stock flow scripts
make -C /OpenROAD-flow-scripts/flow DESIGN_CONFIG=/design/flow/config.mk WORK_HOME=/design/flow/orfs finish
```
**design/flow/config.mk**
```make
export PLATFORM = sky130hd
export DESIGN_NAME = permutation
export DESIGN_NICKNAME = permutation
export VERILOG_FILES = /design/flow/design.v
export SDC_FILE = /design/flow/constraint.sdc
export NUM_CORES = 4
export LEC_CHECK = 1
export CORE_UTILIZATION = 30
export SYNTH_HDL_FRONTEND = slang
export SYNTH_MEMORY_MAX_BITS = 65536
```
**design/flow/constraint.sdc**
```tcl
current_design permutation

set clk_period 2.7
set clk_io_pct 0.2

create_clock -name clk0 -period $clk_period [get_ports {clock_i}]

set non_clock_inputs [all_inputs -no_clocks]
set_input_delay [expr $clk_period * $clk_io_pct] -clock clk0 $non_clock_inputs
set_output_delay [expr $clk_period * $clk_io_pct] -clock clk0 [all_outputs]
```
==> flow_metrics.env <==
# yosys + openroad results
export IMPL_tritoncts="built"
export IMPL_largest_register_ffs=320
export IMPL_ir_drop_v=0.000730
export IMPL_die_area_um2=97000
export IMPL_max_slew_margin_pct=58.8
export IMPL_clk_path_buf_depth=3
export IMPL_final_setup_skew_ns=0.0193
export IMPL_core_area_um2=94900
export IMPL_fmax_mhz=380
export IMPL_path_max_fanout=2
export IMPL_avgRoutedWirePerCell_um=26.7
export IMPL_fin_setup_tns_ns=0
export IMPL_syn2layout_area_growth_pct=67.6
export IMPL_first_iter_violations=1643
export IMPL_finalCriticalPeriod_ns=2.63
export IMPL_io_buffers=646
export IMPL_r2r_cells=9
export IMPL_rsz0062_at_grt="no"
export IMPL_synthDistinctLibCells=47
export IMPL_worst_pin_slew_ns=0.614
export IMPL_largest_area_cell="dfrtp_1"
export IMPL_end_kind="register"
export IMPL_core_rowCount=113
export IMPL_antenna_found_initial=6
export IMPL_tool_warnings=90
export IMPL_grt_pass1_vias=27200
export IMPL_clock_latency_ns=0.59
export IMPL_ios=647
export IMPL_seqPwrFrac_pct=14.0
export IMPL_status="finished, final reports clean"
export IMPL_synth_chip_area_um2=28700
export IMPL_drc=0
export IMPL_finalInstanceArea_um2=48100
export IMPL_overflow=0
export IMPL_rr_endpoint="permutation_o[23]$_DFF_PN0_"
export IMPL_clock_sinks=320
export IMPL_async_reset_ff_share_pct=100
export IMPL_swShare_pct=45.1
export IMPL_cts_setup_buffers=0
export IMPL_worst_setup_path_type="register to register"
export IMPL_timing_reg2reg_setup_slack_ns=0.07
export IMPL_avgSynthCellArea_um2=10.4
export IMPL_comb_power_share_pct=78.7
export IMPL_edf_count=0
export IMPL_synth_cells=2749
export IMPL_cp_arrival_ns=3.12
export IMPL_most_common_cell="xnor2_1"
export IMPL_gp_congestion=1.02
export IMPL_p_int_mw=50.8
export IMPL_topCellsByArea="dfrtp_1, xnor2_1, mux2i_1, xor2_1, ha_1"
export IMPL_cap_violations=0
export IMPL_via_per_inst=4.62
export IMPL_synthDominantCellAreaShare_pct=27.9
export IMPL_drtAntennaViolNets=0
export IMPL_grt_usage_pct=32.6
export IMPL_die_width_um=311
export IMPL_cts_htree_levels=2
export IMPL_synth_cells_yosys=2749
export IMPL_setup_viol=0
export IMPL_worstPathRequired_ns=3.18
export IMPL_dpl_hpwl_um=135000
export IMPL_grt_pass1_wl_um=212000
export IMPL_n_fill_cell=8516
export IMPL_ys_warn_count=0
export IMPL_finalWirelength_um=155000
export IMPL_numCtsBuffers=44
export IMPL_finalClockPeriodUsage_pct=97.5
export IMPL_hp_class="input port to asynchronous set/reset pin"
export IMPL_p_leak_nw=21.5
export IMPL_r2r_start="permutation_o[30]$_DFF_PN0_"
export IMPL_drive_gt1_share_pct=33.0
export IMPL_ys_seq_share_pct=27.9
export IMPL_grt_max_degree=60
export IMPL_ff_type="dfrtp_1"
export IMPL_powerDensity_nw_per_um2=1920
export IMPL_dr_pass1_iters=5
export IMPL_die_h_um=311
export IMPL_clockPowerShare_pct=7.3
export IMPL_hold_violations=0
export IMPL_drv_slew=0
export IMPL_syn_area_um2=28700
export IMPL_synth_seq_cells=320
export IMPL_yosys_top_cells_count="xnor2_1, mux2i_1, dfrtp_1, xor2_1, ha_1"
export IMPL_fp_util_pct=30.3
export IMPL_root_buffer="clkbuf_16"
export IMPL_dpl_cell_area_um2=46500
export IMPL_cp_start_kind="register"
export IMPL_switchingPower_mw=41.8
export IMPL_path_clk_slew_ns=0.06
export IMPL_vias=26900
==> worst max path at each step <==
stage | cells after the start | endpoint | slack [ns] | start
after CTS | 9 | permutation_o[197]$_DFF_PN0_ | 0.06 | select_i
after global routing | 13 | permutation_o[244]$_DFF_PN0_ | 0.02 | select_i
final | 9 | permutation_o[23]$_DFF_PN0_ | 0.07 | permutation_o[30]$_DFF_PN0_
==> metal layers <==
layer  wire length (um)  global-route usage (%)  up-vias
li1                   -                       -    12700
met1              64600                    43.5    13100
met2              72700                    52.2      894
met3              12000                    8.71      163
met4               5950                    9.98        4
met5                 24                       0        -
==> metrics by stage <==
step	hold slack [ns]	power, mW	worst slack (ns)	utilization, %	cells
finish	0.491	92.6	0.0671	50.7	5816
CTS	0.489	92.2	0.0627	50.7	5815
floorplan	0.244	44.0	-0.520	-	2749
global route	0.520	96.8	0.0155	50.7	5816
detailed placement	0.512	84.8	-0.553	49.0	5735
global placement	0.512	84.9	-0.489	49.0	5735
==> power by group through the flow <==
stage / Sequential, mW / Combinational [mW] / Clock, mW
global route: 13.0 / 76.7 / 7.03
CTS: 12.9 / 72.5 / 6.85
finish: 12.9 / 72.8 / 6.78
==> area by class of cell <==
cell class,instances,area (um2),share of cell area [%]
clock buffers,57,1260,2.62
multi-input cells,2250,20700,42.9
diodes,1,2.50,0.00520
inverters,127,477,0.990
well taps,1265,1580,3.29
flip-flops and latches,320,8010,16.6
clock inverters,22,375,0.780
repair buffers,1774,15800,32.8
==> worst max-delay path, cell delays in order, from the launching register on <==
cell	delay [ns]
dfrtp_1	0.55
mux2i_2	0.31
inv_1	0.10
ha_1	0.32
buf_4	0.12
mux2i_2	0.07
buf_4	0.17
xnor2_1	0.52
xnor2_1	0.20
buf_4	0.17
==> repair_timing <==
item,in CTS,in global routing
gates resized,0,5
hold buffers,1,0
hold endpoints to repair,40,0
setup endpoints to repair,0,7
==> cell usage in the layout, fill, tap and decap left out, types with 8 or more instances in the layout <==
cell and n:
buf_12 66, xor2_1 252, maj3_2 8, clkbuf_16 45, inv_1 126, ha_1 128, xnor2_1 703, o21ai_1 33
o21bai_1 39, mux2_2 23, buf_4 1060, mux2i_1 386, o32a_1 9, o21ai_0 22, a21boi_0 15, nor2_1 78
nor2b_1 8, xor2_2 52, clkbuf_8 9, a22oi_1 14, bufinv_16 10, dfrtp_1 320, xnor2_2 56, maj3_1 41
a22oi_2 28, mux2i_2 81, clkdlybuf4s50_1 644, a21oi_2 33, a21oi_1 79, nand2_1 109
==> logic make-up (layout without fill, tap and decap cells) <==
kind of cell / after synthesis / count (layout) / share of synthesized area, %
buffers and inverters: 179 / 1980 / 3.34
adders and majority gates: 177 / 177 / 7.32
muxes: 495 / 495 / 18.3
other: 0 / 1 / 0
and+or+nand+nor: 201 / 201 / 2.75
xor gates and xnor gates: 1065 / 1065 / 33.1
AOI/OAI and AO/OA: 312 / 312 / 7.32
DFF: 320 / 320 / 27.9
No activity file was given, so power comes from the tool's default toggle rates.
